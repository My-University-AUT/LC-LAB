==> /design/flow/design.v <==
`timescale 1ns / 1ns
module register(input [3:0] D, input Clk,
	input reset, input load, output reg [3:0] Q);
	always @(posedge Clk)
		if (~reset)
		begin
			Q <= 4'b0;
		end else if (load) begin
			Q <= D;
		end
endmodule 
`timescale 1ns / 1ns
module fsm (
   input [3:0]  secret_pass,
   input        request,
	input  [3:0] din,
	input        RST ,
	input        CLK ,
	input        confirm ,
	input  [3:0] pass_data ,
	output reg      en_left ,
	output reg      en_right ,
	output reg [3:0] dout
);
  reg [2:0] Prstate, Nxtstate;
  parameter S0 = 3'b000 , S1 = 3'b001 , S2 = 3'b101 , S3 = 3'b111 , S4 = 3'b110 , S5 = 3'b011 , S6 = 3'b100;
   always @ (posedge CLK or negedge RST)
      if (~RST) Prstate = S0;   
      else Prstate = Nxtstate;  
   always @ (Prstate or confirm or request or din or pass_data or secret_pass)      
         case (Prstate)
            S0: if (~request) Nxtstate = S0;
					 else Nxtstate = S1;	 
            S1: if(~request) Nxtstate = S0;  
					 else if (request & ~confirm) Nxtstate = S1;  
                else if(request & confirm & secret_pass == pass_data) Nxtstate = S2;
                else if(request & confirm & secret_pass != pass_data) Nxtstate = S3;
            S2: if(~request) Nxtstate = S0;  
					 else if (request & ~confirm) Nxtstate = S2;  
					 else if (request & confirm) Nxtstate = S4;  
            S3: if(~request) Nxtstate = S0; 
					 else Nxtstate = S3; 
				S4: if( request & din[0] == 1'b1)  Nxtstate = S6; 
					 else if( request & din[0] == 1'b0)  Nxtstate = S5; 	
         endcase
	always @ (Prstate or confirm or request or din)       
         case (Prstate)
            S0: begin  en_left=1'b0 ;  en_right=1'b0 ; end
            S1: begin en_left=1'b0 ; en_right=1'b0 ; end
            S2: begin en_left=1'b0 ; en_right=1'b0 ; end
            S3: begin en_left=1'b0 ; en_right=1'b0 ; end
            S4: begin dout = din;
				if (din[0]==1'b0) begin en_right=1'b1; en_left=1'b0;end
				    else if (din[0]==1'b1) begin en_right=1'b0; en_left=1'b1;end
				 end
         endcase
endmodule
`timescale 1ns / 1ps
module system (
   input [3:0]  secret_pass,
   input        request,
	input  [3:0] din,
	input        RST ,
	input        CLK ,
	input        confirm ,
	input  [3:0] pass_data ,
	output   [3:0] qout_left,
	output   [3:0] qout_right
);
	wire en_left ;
	wire en_right ;
	wire doutt;
	fsm f(secret_pass, request, din, RST , CLK , confirm , pass_data ,en_left , en_right , doutt);
	register left_reg(doutt, CLK, RST, en_left,  qout_left);
	register right_reg(doutt, CLK, RST, en_right,  qout_right);
endmodule
==> /design/flow/run.sh <==
#!/bin/bash
# OpenROAD 26Q1-2900-gdf79404cd8, Yosys 0.63+post, stock flow scripts
make -C /OpenROAD-flow-scripts/flow DESIGN_CONFIG=/design/flow/config.mk WORK_HOME=/design/flow/orfs finish
==> /design/flow/config.mk <==
export PLATFORM = sky130hd
export DESIGN_NAME = system
export DESIGN_NICKNAME = system
export VERILOG_FILES = /design/flow/design.v
export SDC_FILE = /design/flow/constraint.sdc
export NUM_CORES = 4
export LEC_CHECK = 1
export CORE_AREA = 10 10 73 73
export DIE_AREA = 0 0 83 83
==> /design/flow/constraint.sdc <==
current_design system

set clk_period 1.1
set clk_io_pct 0.2

create_clock -name clk0 -period $clk_period [get_ports {CLK}]

set non_clock_inputs [all_inputs -no_clocks]
set_input_delay [expr $clk_period * $clk_io_pct] -clock clk0 $non_clock_inputs
set_output_delay [expr $clk_period * $clk_io_pct] -clock clk0 [all_outputs]
==> summary.txt <==
Reports from this run.

- The number of placed I/O pins is 24.
- Entering global routing, the biggest net connects 10 pins.
- The power after layout is around 0.60 mW.
- Cells fill approximately 19% of the core in the end.
- The type of the tightest min-delay check reads input port to async pin.
- The maximum vdd drop is approximately 370 µV.
- The critical-path maximum fanout reads 2.
- The detailed-route wire length reads 969 µm.
- For reference, the top cells by area after synthesis are sky130_fd_sc_hd__dlxtn_1 18%, sky130_fd_sc_hd__dfrtp_1 15%, sky130_fd_sc_hd__buf_4 9.2%, sky130_fd_sc_hd__dfxtp_1 8.2%, sky130_fd_sc_hd__xor2_1 7.2%.
- The number of warning messages in the logs reads 28.
- Per the TritonCTS log, the buffer count is 3.
- The residual antenna-violating net count after detailed routing reads 0.
- Of all cell types, the one taking the most synthesized area is sky130_fd_sc_hd__dlxtn_1.
- The first-pass GRT wire length is 1730 µm.
- The detailed placer's ending HPWL reads around 840 µm.
- From synthesis to final layout, the design area changed by 41.7%.
- Derived from the worst setup path, the maximum achievable clock frequency is about 1.0 GHz.
- 9 endpoints have no timing constraint.
- The root cell of the clock tree reads sky130_fd_sc_hd__clkbuf_8.
- In the final report, the number of hold violations comes to 0.
- The H-tree level count reads 1.
- For reference, the critical path cell chain is dlygate4sd2_1.
- The die footprint reads roughly 0.0069 mm².
- The post-route netlist has 10.3% of its cells at a drive strength greater than 1.
- The cell with the largest stage delay on the worst path reads sky130_fd_sc_hd__dfxtp_2.
- The buffers plus inverters on the worst setup path is 1.
- The sum of negative setup slack is 0 ps.
- Per the gpl log, the routability congestion estimate is around 0.7.
- STA reports a reg2reg setup slack of 500 ps.
- The number of global-route vias before repair is about 400.
- The type of origin of the critical path reads a flip-flop.
- The placeable core region reads roughly 0.0037 mm².
- The routed design shows a via density per instance of 3.24.
- The wire length per cell is 8.35 µm.
- The global router's overall resource usage reads under 10%.
- In this run the cell area of the synthesized design comes to 489 µm².
- The number of cells reported by Yosys stat comes to ~52.
- The tally of filler cells in the layout reads between 400 and 500.
- Counting the warning lines in the Yosys log gives 5.
- The die span in x is 83 µm.
- In this run the biggest area consumer among cell types represents a little under a fifth of the synthesized area.
- The share of the cycle needed by the critical path after routing is 88.6%.
- The setup clock skew after layout reads 0 ps.
- For this run, design rule violations remaining after detail routing come to 0.
- The Yosys chip area is 489 µm².
- The count of unclocked register or latch pins reads 6.
- The gate-level netlist out of Yosys references 22 unique cell types.
- The clock slew seen by the registers of the worst setup and hold paths is around 30 ps.
- The final setup violation count is 0.
- The average footprint of a synthesized cell reads around 9.4 µm².
- The site row count reads 22.
- The kind of end point of the critical path reads a primary output.
- The CTS tree reads yes.
- Port buffering added 14 buffers.
- The number of violations reported at the end of detailed-routing iteration 0 reads 30.
- For this run, the detailed router's first-pass iteration total came to 4.
- The die boundary height is between 80 and 90 µm.
- The static leakage power reads 0.289 nW.
- The gate count of the mapped netlist is between 50 and 60.
- The run finished with clean final reports.
- Setup repair after global routing left no endpoint under its margin.
- The critical path data required time reads about 900 ps.
- The total global routing overflow reads 0.
- The longest individual stage delay on the worst path reads between 300 and 400 ps.
- The longest clock path from root to sink contains 2 buffers.
- The number of antenna violations at the first check in global routing came to 0.
- Per the final report, max-transition violations number 0.
- The post-route minimum period is just under 1000 ps.
- Looking at the setup timing report, the critical path kind is flip-flop to primary output.
- The reg-to-reg critical path startpoint is right_reg.Q[0].
- The source-to-sink clock delay at the later pin of the worst-skew pair is 220 ps.
- The number of vias after detailed routing reads between 300 and 400.
- The cell family contributing the most delay on the critical path is flip-flops.
- The launching instance or port of the critical path is left_reg.Q[0].
- The power per unit of standard cell area reads 863 mW/mm².
- Antenna repair during routing inserted a diode count of 0.
- The share of the core area taken by cells at floorplan is around an eighth.
- Per the run summary, max-cap violations total 0.
- The total of flip-flops plus latches after synthesis is 11.
- The endpoint arrival time on the critical path reads ~750 ps.
-- cell usage after synthesis --
cell,n
sky130_fd_sc_hd__dfxtp_1,2
sky130_fd_sc_hd__inv_1,3
sky130_fd_sc_hd__dfrtp_1,3
sky130_fd_sc_hd__buf_4,6
sky130_fd_sc_hd__xor2_1,4
sky130_fd_sc_hd__nand3b_1,1
sky130_fd_sc_hd__nor2b_1,3
sky130_fd_sc_hd__mux2i_1,3
sky130_fd_sc_hd__nand2_1,1
sky130_fd_sc_hd__buf_6,2
sky130_fd_sc_hd__o21ai_1,2
sky130_fd_sc_hd__nand2b_4,1
sky130_fd_sc_hd__a21oi_1,2
sky130_fd_sc_hd__nand3_1,4
sky130_fd_sc_hd__dlxtn_1,6
sky130_fd_sc_hd__nor2_1,3
sky130_fd_sc_hd__o2111ai_1,1
sky130_fd_sc_hd__a211oi_1,1
sky130_fd_sc_hd__o31ai_1,1
sky130_fd_sc_hd__conb_1,1
sky130_fd_sc_hd__o21bai_1,1
sky130_fd_sc_hd__and4b_1,1
-- timing repair --
item / 4_1_cts / 5_1_grt
buffers inserted: 0 / 0
setup endpoints to repair: 2 / 0
hold buffers: 0 / 0
gates resized: 4 / 0
-- worst paths after layout --
kind | cells past startpoint | endpoint
min in group clk0 | 2 | left_reg.Q[0]
setup / recovery | 1 | qout_left[0]
hold reg to reg | 2 | left_reg.Q[0]
max in group asynchronous | 2 | f.Prstate[1]
hold / removal | 2 | f.Prstate[2]
setup reg to reg | 2 | right_reg.Q[0]
-- placed cells by master (no fill, tap or decap), types with 2 or more instances in the layout --
master,Yosys,layout
sky130_fd_sc_hd__dlxtn_1,6,6
sky130_fd_sc_hd__clkdlybuf4s50_1,0,12
sky130_fd_sc_hd__nor2b_1,3,3
sky130_fd_sc_hd__mux2i_1,3,3
sky130_fd_sc_hd__nand3_1,4,4
sky130_fd_sc_hd__xor2_1,4,4
sky130_fd_sc_hd__conb_1,1,6
sky130_fd_sc_hd__o21ai_1,2,2
sky130_fd_sc_hd__clkbuf_8,0,3
sky130_fd_sc_hd__dfxtp_2,0,2
sky130_fd_sc_hd__inv_1,3,3
sky130_fd_sc_hd__dfrtp_1,3,3
sky130_fd_sc_hd__nor2_1,3,3
sky130_fd_sc_hd__a21oi_1,2,2
sky130_fd_sc_hd__dlygate4sd2_1,0,2
-- routing by layer --
| layer | vias to the layer above | part of all wire, % | global-route usage, % |
|---|---|---|---|
| li1 | 195 | - | - |
| met2 | 28 | 35 | 3.84 |
| met1 | 151 | 43 | 3.18 |
| met5 | - | 0 | 0 |
| met3 | 2 | 18 | 2.46 |
| met4 | 0 | 3.5 | 0.923 |
-- cell families after synthesis --
logic type	count (synthesis)	synth area share [%]
other	1	0.767
AND-OR/OR-AND	8	10.5
latches	6	18.4
AND/OR/NAND/NOR	14	17.4
flip-flops	5	23.5
XOR/XNOR	4	7.16
multiplexers	3	6.14
buffers and inverters	11	16.1
-- sequential cells by signal (all words and copies together) (netlist names) --
register,count
f.Nxtstate,3
right_reg.Q,1
f.Prstate,3
left_reg.Q,1
f.en_left,1
f.en_right,1
f.dout,1
-- metrics by stage --
stage	instance area, µm²	std cells	setup slack, ps	hold WS, ps
6_report	693	116	126	309
5_1_grt	693	116	90.2	327
4_1_cts	693	116	112	307
3_5_place_dp	648	112	97.0	519
3_3_place_gp	648	112	102	503
2_1_floorplan	508	57	556	-75.6
-- final cells by class --
class	instances	area [µm²]	area share, %
clock buffers	4	45.0	6.50
multi-input cells	35	224	32.3
inverters	3	11.3	1.62
flip-flops and latches	11	208	30.0
well taps	48	60.1	8.66
repair buffers	15	145	20.9
-- report_power, final --
group | total, mW | switching [mW] | leakage, nW | internal [mW]
clock network | 0.330 | 0.0820 | 0.0228 | 0.248
logic | 0.0771 | 0.0254 | 0.163 | 0.0517
registers | 0.191 | 0.00210 | 0.104 | 0.189
Power figures rest on the tool's default switching activity, not on a simulated workload.
