--- ./run.sh ---
#!/bin/bash
# OpenROAD 26Q1-2900-gdf79404cd8, Yosys 0.63+post, stock flow scripts
make -C /OpenROAD-flow-scripts/flow DESIGN_CONFIG=/design/flow/config.mk WORK_HOME=/design/flow/orfs finish
--- ./config.mk ---
export PLATFORM = sky130hd
export DESIGN_NAME = Decoder_4_16
export DESIGN_NICKNAME = Decoder_4_16
export VERILOG_FILES = /design/flow/design.v
export SDC_FILE = /design/flow/constraint.sdc
export NUM_CORES = 4
export LEC_CHECK = 1
export CORE_AREA = 10 10 70 70
export DIE_AREA = 0 0 80 80
--- ./constraint.sdc ---
current_design Decoder_4_16

set clk_period 1.5
set clk_io_pct 0.2

create_clock -name clk0 -period $clk_period

set non_clock_inputs [all_inputs -no_clocks]
set_input_delay [expr $clk_period * $clk_io_pct] -clock clk0 $non_clock_inputs
set_output_delay [expr $clk_period * $clk_io_pct] -clock clk0 [all_outputs]
--- ./design.v ---
`timescale 1ns / 1ps
module Decoder_2_4(D0,D1,D2,D3,A,B,en
    );
	input A, B, en;
	output D0, D1, D2, D3;
	assign D0 = (~A) & (~B) & en;
	assign D1 = (~A) & (B) & en;
	assign D2 = (A) & (~B) & en;
	assign D3 = (A) & (B) & en;
endmodule
`timescale 1ns / 1ps
module Decoder_4_16(output d0, d1, d2, d3, d4, d5, d6, d7, d8, 
			d9, d10, d11, d12, d13, d14, d15, out,input i0, i1, i2, i3, e);
	wire w[3:0];
	Decoder_2_4 o1(w[3], w[2], w[1], w[0], i3, i2, e);
	Decoder_2_4 o2(d15, d14, d13, d12, i1, i0, w[3]);
	Decoder_2_4 o3(d11, d10, d9, d8, i1, i0, w[2]);
	Decoder_2_4 o4(d7, d6, d5, d4, i1, i0, w[1]);
	Decoder_2_4 o5(d3, d2, d1, d0, i1, i0, w[0]);
	assign out = d2 | d3 | d5 | d7 | d11 | d13 ;
endmodule
==> out/metrics.cfg <==
[sta]
fin_ws_ns=0.03080
fin_crit_sh_pct=97.95
period_needed_ns=1.469
fin_setup_tns_ns=0
drv_slew=0
finalHoldViolations=0
rsz0062_at_grt=yes
setup_viol=0
fin_hold_ws_ns=0.8481
max_freq_mhz=680.6
slew_headroom_pct=82.00
tightest_slew_ns=0.2694

[final_layout]
fin_area_sq_um=594.3
area_delta_synth_final_pct=286.2
final_core_util_pct=17.40
register_area_sq_um=0
post_route_cells_drive_above_1_share_pct=70.15
n_clock_buffer=0
fillers=376
seq_cell_count=0
final-comb-area_sq_um=211.5
fin_cells=113

[critical_path]
crit_top_cell=buf_6
cp_slowest_cell=or3b_4
max_stage_delay_ns=0.43
worstSetupStartpointType=input pin
critPathKind=in2out
path_cells=buf_6 -> or3b_4 -> buf_6 -> nor3_2 -> buf_2
required_ns=1.20
critPathArrivalTime_ns=1.17
critPathMaxFanout=4
end_kind=primary output

[power]
power_mw=0.1116
p_leak_nw=0.2870
ir_drop_uv=26.80
power-per-cell-area_nw_per_um2=187.8

[floorplan]
dieWidth_um=80
initCoreUtil_pct=4.506
die_y_um=80
core_sq_um=3416
num_rows=21
dieArea_sq_um=6400
io_pins=22

[placed_design]
hpwl_um=781.8
port_buffers=22
place_area_sq_um=464.2
pre_cts_ws_ns=-0.6659
gp_congestion=0.6896
dp_cells=100

[synth]
synthTopCellsByCount=nor2_1 (12), nor3_1 (4), nand2b_1 (2), nand3b_1 (2)
syn_area_sq_um=153.9
synth_top_cell_by_count=nor2_1
ys_seq_share_pct=0
yosys_warnings=1
netlist.area_leader.share_pct=29.27
yosys_area_sq_um=153.9
syn_area_per_cell_sq_um=5.496
ys_types=12
synthCells=28
area_leaders=nor2_1 (29%), nor3_1 (13%), a2111oi_2 (9.8%), nand3b_1 (9.8%), nand2b_1 (8.1%)
synth.largest_area_cell=nor2_1
ys_cells=28

[grt]
grt_pass1_vias=352
grt_overflow=0
grt_max_degree=6
grt_pass1_wl_um=1759
antenna_found_initial=0
track_usage_pct=3.233

[drt]
vias=364
viasPerCell=3.221
wl_um=1240
drt_iter0_markers=3
antenna-diode-count=0
wl_per_cell_um=10.97
drc_errors=0
drtPass1Iterations=2
ant_nets=0

[clock_network]
holdBufCountCts=0

[worst_hold_path]
min_path_type=in2out

[run_status]
status=completed

[job]
tool_warnings=33
drv_cap=0

-- cells in the final DEF (no fill, tap or decap) --
cell type,n
nor3_1,1
nand2b_4,2
or3b_4,1
buf_4,12
buf_6,7
nor3_2,3
dlygate4sd2_1,6
buf_2,8
clkdlybuf4s15_1,3
nand3_1,1
inv_1,1
nor2_4,1
nand2_4,1
buf_8,1
a2111oi_2,1
nand3b_1,2
nor3_4,1
nor2_2,6
a21boi_1,1
nor2_1,5
clkbuf_2,3
-- cells by family after synthesis --
kind of cell | share of synthesized area, %
buf+inv | 5.686
simple gates | 79.66
compound gates | 14.63
-- power by group --
| part | switching [mW] | leakage (nW) | internal, mW |
|---|---|---|---|
| Sequential | 0 | 0 | 0 |
| Combinational | 0.0481 | 0.287 | 0.0635 |
| Clock | 0 | 0 | 0 |
| Total | 0.0481 | 0.287 | 0.0635 |
-- worst max-delay path: cells and delay by family --
family,cells,cell delay (ns)
buf+inv,3,0.34
simple gates,2,0.52
-- metal layers --
layer	part of all wire, %	GRT usage (%)	vias up
met5	0	0	-
met3	11	1.136	0
li1	-	-	174
met2	45	5.377	16
met4	0	0	0
met1	44	4.153	174
-- final timing paths --
| path | from | to | slack [ns] | cells after the start |
|---|---|---|---|---|
| setup / recovery | i3 | d15 | 0.03 | 5 |
| hold / removal | i2 | out | 0.85 | 3 |
-- area by class of cell --
class	count	share of cell area, %
inverter	1	0.6316
multi-input combinational	26	35.58
tap	46	9.684
timing repair buffer	40	54.11
-- what timing repair did --
item / CTS / global route
gates resized: 62 / 20
endpoints found under the setup margin: 17 / 10
setup buffers: 11 / 3
endpoints found under the hold margin: 0 / 0
pin swaps: 13 / 5
Power is estimated from default activity; no workload was simulated.
