<file path="flow/config.mk">
export PLATFORM = sky130hd
export DESIGN_NAME = Comparator_8bit
export DESIGN_NICKNAME = Comparator_8bit
export VERILOG_FILES = /design/flow/design.v
export SDC_FILE = /design/flow/constraint.sdc
export NUM_CORES = 4
export LEC_CHECK = 1
export CORE_AREA = 10 10 70 70
export DIE_AREA = 0 0 80 80
</file>
<file path="flow/constraint.sdc">
current_design Comparator_8bit

set clk_period 1.8
set clk_io_pct 0.2

create_clock -name clk0 -period $clk_period

set non_clock_inputs [all_inputs -no_clocks]
set_input_delay [expr $clk_period * $clk_io_pct] -clock clk0 $non_clock_inputs
set_output_delay [expr $clk_period * $clk_io_pct] -clock clk0 [all_outputs]
</file>
<file path="flow/design.v">
`timescale 1ns / 1ps
module comparator_3bit(output lt,eq, gt , input [2:0] a,b,input l,e,g
    );
	wire c2,c1,c0;
	xnor(c2 , a[2],b[2]),
		 (c1 , a[1],b[1]),
		 (c0 , a[0],b[0]);
	wire b2_not,b1_not,b0_not;
	not(b2_not,b[2]);
	not(b1_not,b[1]);
	not(b0_not,b[0]);
	wire w2,w1,w0;
	and(w2, a[2],b2_not),
		(w1, a[1],b1_not,c2),
		(w0, a[0],b0_not,c2,c1);
	wire g1,e1,l1;
	or(g1 ,w2,w1,w0);
	and(e1 ,c2,c1,c0);
	nor(l1,e1,g1);
	wire t1,t2;
	and(t1,l,e1);
	and(t2,g,e1);
	and(eq,e1,e);
	or(gt,g1,t2);
	or(lt,l1,t1);
endmodule
`timescale 1ns / 1ps
module Comparator_8bit( output lt,eq, gt , input [7:0] A,B,input l,e,g
    );
	wire l1,e1,g1;
	comparator_3bit c1(l1,e1,g1, A[2:0],B[2:0],l,e,g);
	wire l2,e2,g2;
	comparator_3bit c2(l2,e2,g2, A[5:3],B[5:3],l1,e1,g1);
	comparator_3bit c3(lt,eq,gt, {1'b0,A[7:6]},{1'b0,B[7:6]},l2,e2,g2);
endmodule
</file>
<file path="flow/run.sh">
#!/bin/bash
# OpenROAD 26Q1-2900-gdf79404cd8, Yosys 0.63+post, stock flow scripts
make -C /OpenROAD-flow-scripts/flow DESIGN_CONFIG=/design/flow/config.mk WORK_HOME=/design/flow/orfs finish
</file>
==> flow_summary.yaml <==
# generated from flow reports
drt:
  vias_per_cell: 3.294
  drcViolationCount: 0
  wirelength_um: 1126
  drt-initial-drc-count: 3
  num_antenna_cells: 0
  first_pass_iters: 2
  routedWlPerCell_um: 10.33
  postRouteAntennaNets: 0
  route.vias.total: 359
finish:
  drive_gt1_share_pct: 65.08
  lay_top_cells: "8 x ha_4, 7 x inv_2, 7 x buf_2"
  synthToLayoutAreaGrowth_pct: 162.8
  ff_latch_area_um2: 0
  mostFrequentLayoutCell: "ha_4"
  finish.instance_area_um2: 680.7
  nClkBuffers: 0
  seq_cells: 0
die:
  die.size.y_um: 80
  core_mm2: 0.003416
  ioPinCount: 22
  initial_core_util_pct: 7.582
  die_width_um: 80
  die-area_mm2: 0.006400
  rows: 21
final_timing:
  drv_slew: 0
  rsz0062_at_grt: "true"
  hold-worst-slack_ns: 1.258
  fmax_ghz: 0.5504
  worst_slew_pin_slew_ns: 0.1735
  setup_slack_ns: -0.01700
  post-route-period-util_pct: 100.9
  fin_crit_ns: 1.817
  hold_violations: 0
  setup_viol: 1
  max_slew_margin_pct: 88.44
power_and_ir_drop:
  p_sw_share_pct: 38.87
  powerDensity_mw_per_mm2: 238.6
  p_sw_uw: 63.14
  irDropWorstVdd_uv: 44.98
  leakage_uw: 0.0002869
  clockPowerShare_pct: 0
  comb_power_share_pct: 100.0
  p_int_uw: 99.27
  seqPwrFrac_pct: 0
setup_path:
  worstPathRequired_ns: 1.44
  critPathBufInv: 3
  path_cells: "buf_6 -> inv_2 -> ha_4 -> o21a_1 -> o31ai_4 -> o22ai_2 -> o22ai_1 -> buf_2"
  cp-end-kind: "primary output"
  path_class: "in -> out"
  crit_fanout: 4
  worstSetupStartpoint: "B[0]"
  cpPeakStageDelay_ns: 0.22
  start_kind: "primary input"
  crit_family: "AND-OR/OR-AND gates"
  critPathSlowestCell: "o31ai_4"
  arrival_ns: 1.46
global_routing:
  grt_usage_pct: 3.302
  grt-ovfl-total: 0
  grt_max_degree: 6
  grt_pass1_vias: 379
  grt_pass1_wl_um: 1718
  antenna_found_initial: 0
placed_design:
  gp_routability_congestion: 0.7177
  place_hpwl_um: 911.7
  dpl_cell_area_um2: 536.8
  io_buffers: 22
synth:
  synth_cell_types: 15
  synth_seq_share_pct: 0
  yosys_area_um2: 259.0
  syn_area_um2: 259.0
  syn_inst: 36
  yosys_warnings: 0
  yosysCellCount: 36
  yosys.area.top_type_share_pct: 38.65
  avgSynthCellArea_um2: 7.194
  topCellsByArea: "ha_1 39%, inv_1 12%, nand4_1 7.2%"
  yosys.area.top_type: "ha_1"
flow_run:
  cap_violations: 0
  tool_warnings: 34
outcome:
  outcome: "finished, violations left"
  failed_checks: "negative setup slack"
hold_path:
  hold_class: "in -> out"
  hp-start: "A[0]"
[power by group through the flow]
stage,sequential (µW),clock [µW],combinational (µW)
4_1_cts,0,0,155
5_1_grt,0,0,180
6_report,0,0,162
[routing by layer]
metal / GRT usage [%] / vias up / wire [µm]
met5: 0 / - / 0
met4: 0 / 0 / 0
met3: 2.273 / 0 / 177
met2: 4.976 / 12 / 500
met1: 4.021 / 159 / 449
li1: - / 188 / -
[through the flow]
stage | worst slack [ns] | util [%] | setup TNS, ns | total power [µW] | cells
CTS | -0.008479 | 18.75 | -0.008479 | 154.7 | 109
finish | -0.01700 | 19.93 | -0.01700 | 162.4 | 109
floorplan | 0.2393 | - | 0 | 54.90 | 36
global route | -0.06575 | 19.93 | -0.06647 | 180.3 | 109
detailed placement | -0.8315 | 15.71 | -2.313 | 119.5 | 104
global placement | -0.8150 | 15.71 | -2.281 | 117.8 | 104
[final cells by class]
class,count,area (µm²)
inverter,8,32.53
multi-input combinational,28,357.8
tap,46,57.56
timing repair buffer,27,232.7
fill,371,2735
[worst min-delay path: stages]
cell	delay, ns
buf_2	0.10
ha_4	0.14
nand3_1	0.08
nor2_2	0.10
buf_2	0.10
[timing repair]
item,4_1_cts,5_1_grt
endpoints found under the setup margin,3,3
buffers inserted,5,0
resized,75,9
hold buffers,0,0
pin swaps,18,11
[cell usage after synthesis]
| library cell | n |
|---|---|
| and3_2 | 1 |
| o21a_1 | 2 |
| nand4_1 | 3 |
| o22a_1 | 1 |
| a21o_1 | 1 |
| a21o_2 | 1 |
| o21ai_0 | 1 |
| nor2_1 | 1 |
| nand3_1 | 2 |
| nand2_1 | 1 |
| ha_1 | 8 |
| o31ai_2 | 1 |
| o22ai_1 | 2 |
| a21oi_1 | 3 |
| inv_1 | 8 |
[path summary, 6_finish.rpt]
path / slack (ns) / to / cells past startpoint
hold / removal: 1.26 / eq / 5
setup / recovery: -0.02 / lt / 8
[cells by family (layout without fill, tap and decap cells)]
group / Yosys count / count (layout) / synth area share [%]
buf+inv: 8 / 35 / 11.59
simple gates: 8 / 8 / 16.91
fa+ha+maj: 8 / 8 / 38.65
compound gates: 12 / 12 / 32.85
Power figures rest on the tool's default switching activity, not on a simulated workload.
